==> flow/config.mk <==
export PLATFORM = sky130hd
export DESIGN_NAME = mdc_s
export DESIGN_NICKNAME = mdc_s
export VERILOG_FILES = /design/flow/design.v
export SDC_FILE = /design/flow/constraint.sdc
export NUM_CORES = 4
export LEC_CHECK = 1
export CORE_UTILIZATION = 30
==> flow/run.sh <==
#!/bin/bash
# OpenROAD 26Q1-2900-gdf79404cd8, Yosys 0.63+post, stock flow scripts
make -C /OpenROAD-flow-scripts/flow DESIGN_CONFIG=/design/flow/config.mk WORK_HOME=/design/flow/orfs finish
==> flow/design.v <==
module mdc_s(  
  input clk, ld,
  input [31:0] i_a, i_b,
  output [31:0] res,  
  output done);  
  wire [31:0] a, b, a_i_b, b_i_a;
  wire en;
  assign a_i_b = a - b;
  assign b_i_a = b - a;
  assign en = b <= a;
  reg32 ra(ld, clk, en, i_a, a_i_b, a);
  reg32 rb(ld, clk, !en, i_b, b_i_a, b);
  assign res  = a + b;
  assign done = !(a && b);
endmodule
module reg32(
  input ld, clk, en,
  input [31:0] data_l, data_i,
  output reg [31:0] data_o);
  always @(posedge clk)
    if (ld) data_o  = data_l;
    else if (en) data_o = data_i;
endmodule
==> flow/constraint.sdc <==
current_design mdc_s

set clk_period 31.0
set clk_io_pct 0.2

create_clock -name clk0 -period $clk_period [get_ports {clk}]

set non_clock_inputs [all_inputs -no_clocks]
set_input_delay [expr $clk_period * $clk_io_pct] -clock clk0 $non_clock_inputs
set_output_delay [expr $clk_period * $clk_io_pct] -clock clk0 [all_outputs]
==> results.cfg <==
; implementation run metrics
[global_routing]
largest_net_degree_at_the_start_of_global_routing = 77
grt_overflow_total = 0
antenna_violations_before_repair = 0
grt_pass1_wl_um = 42400
track_usage_pct = 21.5
first_global_vias = 7317

[synth]
synth.largest_area_cell = edfxtp_1
number_of_distinct_library_cell_variants_in_the_gate_level_netlist_after_synthesis = 66
netlist_top_cells_count = a21oi_1, inv_1, o21ai_0
yosysSeqAreaShare_pct = 24.3
synthesized_cell_area_um2 = 7900
synthArstFlopShare_pct = 0
synth_stat.cells = 1009
synth_top_flop_cell = edfxtp_1
syn_avg_cell_area_um2 = 7.83
synth.yosys.warnings = 1
netlist_top_cells_area = edfxtp_1, ha_1, xnor2_1, a21oi_1, o21ai_0
edf_count = 64
synth_flops = 64
synth.top_cell.area_share_pct = 24.3
dominant_cell_by_count_in_the_synthesized_netlist = a21oi_1
post_synth_inst_count = 1009
yosys_area_um2 = 7900

[setup_path]
critical_path_sink_type = primary output
critPathRequiredTime_ns = 24.80
critical_path_cell_list = inv_1 -> fa_1 -> o21bai_1 -> a21oi_2 -> o21ai_1 -> a31oi_1 -> o211ai_2 -> a21oi_2 -> nor3_1 -> a211o_1 -> clkdlybuf4s50_1
slowest_stage = edfxtp_1
worst-endpoint-arrival_ns = 3.69
critical-path-max-stage-delay_ns = 0.51
worstRegToRegCells = 7
r2r_start = rb.data_o[12]
timing.critical_path.from_type = flop
crit_family = AND-OR/OR-AND gates
path_max_fanout = 5
timing.setup.critical_path_class = flop to primary output
path_common_cell = a21oi_2
worst-path-buf-inv = 2
ff2ff_setup_slack_ns = 27.12
reg2reg_to = rb.data_o[16]

[min_path]
worstHoldPathCells = 2
worst_hold_path_type = flop to flop
hold_path_end = ra.data_o[0]
hold_path.startpoint = rb.data_o[0]

[clocking]
insertion_delay_ns = 0.35
post-cts-setup-buffer-count = 0
clkTransAtPathRegs_ns = 0.06
clock-sinks = 64
hold_buffers = 0
numCtsBuffers = 9
cts_root_buf = clkbuf_16
cts.repair.resized = 0
tritoncts_clock_tree = yes
clockBufferDepth = 2
cts_max_level = 3

[detailed_routing]
route.final.wire_length_um = 27700
drc_errors = 0
drt_iter0_drc = 612
vias = 7552
first_pass_drt_iterations = 5
insertedDiodeCount = 0
antenna_violating_nets_post_route = 0
detail_route.wl_per_cell_um = 19.6
avgViaCountPerCell = 5.33

[placed_design]
post_dp_cell_area_um2 = 9140
place.detailed.instances = 1401
place.detailed.hpwl_um = 21900
placement.setup.worst_slack_ns = 21.47
port-buffer-count = 98
gp_weighted_congestion = 0.994

[die]
coreArea_um2 = 26000
initial_core_util_pct = 30.4
placementRows = 59
floorplan.die_area_um2 = 27000
die_w_um = 164
die_height_um = 164
num_io_pins = 99

[finish]
layout-area-overhead-vs-synth_pct = 19.1
post_route_cells_drive_above_1_share_pct = 4.90
final_cell_count_no_fill = 1417
final.fill_count = 2709
design_area_um2 = 9410

[timing]
hold_viol = 0
finClkSkew_ns = 0.0129
grt_setup_unrepaired = false
setup_viol_count_final = 0
timing_worst_slew_pin_value_ns = 0.768
timing.final.max_slew_violations = 0
totalNegativeSetupSlack_ns = 0
maxSlewHeadroom_pct = 48.6
finalClockPeriodUsage_pct = 31.9
final_period_minus_worst_setup_slack_ns = 9.89
timing.fmax_mhz = 101
post-route-worst-setup-slack_ns = 21.11

[job]
maxCapViolations = 0
stage_log_warning_count = 87

[outcome]
run_status = finished clean
-- how the worst max path moves through the flow --
stage / cells after the start / to / slack [ns] / start
6_report: 11 / res[30] / 21.11 / ra.data_o[1]
5_1_grt: 11 / res[30] / 20.88 / ra.data_o[1]
4_1_cts: 11 / res[30] / 21.08 / ra.data_o[1]
-- worst min-delay path, cell delays in order (launching register included) --
cell and delay [ns]:
edfxtp_1 0.40, ha_1 0.22, o21ai_0 0.10
-- per-layer routing --
metal	GRT usage (%)	up-vias	routed length, µm
met1	32.3	3495	12700
met2	32.7	336	12300
li1	-	3693	-
met3	4.94	28	2250
met5	0	-	0
met4	2.78	0	400
-- layout make-up --
| class | count | area [µm²] | share of cell area (%) |
|---|---|---|---|
| clock buffer | 9 | 225 | 2.39 |
| clock inverter | 7 | 47.5 | 0.505 |
| inverter | 105 | 394 | 4.19 |
| multi-input combinational | 793 | 5380 | 57.2 |
| timing repair buffer | 104 | 1020 | 10.9 |
| sequential | 64 | 1920 | 20.4 |
| tap | 335 | 419 | 4.45 |
-- state kept, by name (all words and copies together), names as in the netlist --
name,count
ra.data_o,32
rb.data_o,32
-- logic make-up (layout without fill, tap and decap cells) --
family / after synthesis / in the layout / synth area share [%]
xor gates and xnor gates: 87 / 87 / 9.64
and+or+nand+nor: 277 / 277 / 16.5
adders and majority gates: 97 / 97 / 15.6
AOI/OAI and AO/OA: 327 / 327 / 25.5
DFF: 64 / 64 / 24.3
muxes: 5 / 5 / 0.696
buffers and inverters: 152 / 225 / 7.72
-- through the flow --
step | hold WS [ns] | util (%)
floorplan | 0.785 | -
global placement | 0.913 | 35.2
detailed placement | 0.902 | 35.2
CTS | 0.910 | 36.2
global route | 0.964 | 36.2
finish | 0.899 | 36.2
-- layout by cell type, fill, tap and decap left out, types with 25 or more instances in the layout --
cell,netlist,layout
ha_1,94,94
inv_1,101,101
nand2_1,98,98
nor4_1,25,25
edfxtp_1,64,64
clkdlybuf4s50_1,0,97
nor2_1,74,74
a21oi_1,109,109
o21ai_0,100,100
xnor2_1,68,68
