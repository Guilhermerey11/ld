`config.mk`:
```
export PLATFORM = sky130hd
export DESIGN_NAME = comparator
export DESIGN_NICKNAME = comparator
export VERILOG_FILES = /design/flow/design.v
export SDC_FILE = /design/flow/constraint.sdc
export NUM_CORES = 4
export LEC_CHECK = 1
export CORE_AREA = 10 10 103 103
export DIE_AREA = 0 0 113 113
```
`constraint.sdc`:
```
current_design comparator

set clk_period 8.7
set clk_io_pct 0.2

create_clock -name clk0 -period $clk_period

set non_clock_inputs [all_inputs -no_clocks]
set_input_delay [expr $clk_period * $clk_io_pct] -clock clk0 $non_clock_inputs
set_output_delay [expr $clk_period * $clk_io_pct] -clock clk0 [all_outputs]
```
`design.v`:
```
module comparator (X, Y, V, N, Z);
	parameter n = 32;
	input [n-1:0] X, Y; 
	output reg V, N, Z; 
	reg [n-1:0] S; 
	reg [n:0] C;
	integer k;
	always @(X, Y)
	begin
		C[0] = 1'b1;
		for (k = 0; k < n;  k = k + 1)
		begin
			S[k] = X[k] ^ ~Y[k] ^ C[k];
			C[k+1] = (X[k] & ~Y[k]) | (X[k] & C[k]) | (~Y[k] & C[k]);
		end
		V  = C[n] ^ C[n-1]; 
		N = S[n-1]; 
		Z = !S;
	end
endmodule
```
`run.sh`:
```
#!/bin/bash
# OpenROAD 26Q1-2900-gdf79404cd8, Yosys 0.63+post, stock flow scripts
make -C /OpenROAD-flow-scripts/flow DESIGN_CONFIG=/design/flow/config.mk WORK_HOME=/design/flow/orfs finish
```
==> impl_table.tex <==
% Table of physical implementation metrics
\begin{tabular}{lr}
\hline
Metric & Value \\
\hline
\multicolumn{2}{l}{\textbf{Outcome}} \\
Outcome & finished with violations \\
Failing checks & setup timing \\
\multicolumn{2}{l}{\textbf{Synth}} \\
Synth Instances & 77 \\
Top cells by count, synth & sky130\_fd\_sc\_hd\_\_inv\_1 (33), sky130\_fd\_sc\_hd\_\_fa\_1 (31), sky130\_fd\_sc\_hd\_\_nand4\_1 (8) \\
Yosys stat chip area & 834.6 sq um \\
Yosys cell count & 77 \\
Post-synthesis area per instance & 10.84 sq um \\
Largest cells by area after synthesis & sky130\_fd\_sc\_hd\_\_fa\_1 (74\%), sky130\_fd\_sc\_hd\_\_inv\_1 (15\%), sky130\_fd\_sc\_hd\_\_nand4\_1 (6.0\%) \\
Sequential share of the synthesized area & 0\% \\
Post-Synthesis Cell Area & 834.6 sq um \\
Tally of yosys warning messages & 1 \\
Library cells used by synthesis & 7 \\
Most frequent cell after synthesis & sky130\_fd\_sc\_hd\_\_inv\_1 \\
Share of the synthesized area in the top cell type & 74.36\% \\
Area leader, netlist & sky130\_fd\_sc\_hd\_\_fa\_1 \\
\multicolumn{2}{l}{\textbf{Die}} \\
Placeable core region & 0.008299 sq mm \\
Top-level I/O count & 67 \\
Number of rows in the core area & 33 \\
DIE HEIGHT & 113 um \\
Chip area & 0.01277 sq mm \\
Die Wd & 113 um \\
Initial cell density of the core & 10.06\% \\
\multicolumn{2}{l}{\textbf{Detailed routing}} \\
Post-detailed-route count of antenna-violating nets & 0 \\
Via/cell ratio & 2.988 \\
Drc violations & 0 \\
Via count & 747 \\
Post-Route WL & 3015 um \\
Drt wl/cell & 12.06 um \\
Iteration tally of the first detailed-router pass & 4 \\
Initial DRC count & 12 \\
Number of antenna cells inserted & 0 \\
\multicolumn{2}{l}{\textbf{Placement}} \\
Final weighted congestion in routability-driven placement & 0.6997 \\
Port Buffer Count & 67 \\
Half-perimeter wire length after placement & 3081 um \\
\multicolumn{2}{l}{\textbf{Timing}} \\
Least-Margin Pin Slew & 0.1336 ns \\
Shortest clock period the worst path allows after layout & 15.66 ns \\
Final WS setup & -6.958 ns \\
F\_max & 0.06387 GHz \\
Period Utilization, post-route & 180.0\% \\
Relative slew slack & 91.09\% \\
Final count of hold timing violations & 0 \\
Fin Hold WS & 4.078 ns \\
Final setup fails & 3 \\
Max-slew violation count & 0 \\
Setup repair after global routing missed its margin & true \\
Setup tns final & -19.34 ns \\
\multicolumn{2}{l}{\textbf{GRT}} \\
Total congestion overflow after global routing & 0 \\
Via count of the first global-routing pass & 907 \\
Overall global routing resource usage & 4.609\% \\
Maximum number of pins on one net before global-route repair & 3 \\
First-pass GRT wire length & 4671 um \\
Antenna violations before repair & 0 \\
\multicolumn{2}{l}{\textbf{Power}} \\
Leak pwr & 0.6726 nW \\
Proportion of power drawn by combinational gates & 100.0\% \\
Sw power & 0.00003217 W \\
Int Pwr & 0.00005137 W \\
Switching fraction of total power & 38.51\% \\
Power per cell area & 47.90 mW/mm\^{}2 \\
Share of power burned in registers & 0\% \\
IR drop worst, VDD & 0.02183 mV \\
Clock Power Share & 0\% \\
\multicolumn{2}{l}{\textbf{Finish}} \\
Fill cell count & 893 \\
Flop area & 0 sq um \\
Clock buf count & 0 \\
Share of post-route cells with drive strength above 1 & 29.66\% \\
Layout-stage area growth over the synthesis result & 109.0\% \\
Num sequential & 0 \\
\multicolumn{2}{l}{\textbf{Worst setup path}} \\
Worst path top cell family by delay & adder cells \\
Cell mode on critical path & sky130\_fd\_sc\_hd\_\_fa\_2 \\
Maximum net fanout on the critical path & 2 \\
Critical Path RT & 6.96 ns \\
Longest individual stage delay on the worst path & 0.58 ns \\
Critical path arrival & 13.92 ns \\
Slowest CP cell & sky130\_fd\_sc\_hd\_\_fa\_2 \\
Critical path type & in -> out \\
Crit start category & primary input \\
Bufs and invs on worst path & 3 \\
Type of destination of the critical path & output port \\
\multicolumn{2}{l}{\textbf{Job}} \\
Number of maximum-capacitance constraint violations & 0 \\
OpenROAD warning count & 35 \\
\multicolumn{2}{l}{\textbf{Hold path}} \\
Path type of the worst min-delay path & in -> out \\
\multicolumn{2}{l}{\textbf{Clock network}} \\
Hold buffer count at cts & 0 \\
Setup fix buffers added after clock tree synthesis & 0 \\
\hline
\end{tabular}
[power by group through the flow]
stage	registers [W]	clock network, W	logic (W)
CTS	0	0	0.0000872
global route	0	0	0.0000965
finish	0	0	0.0000835
[final timing paths]
| kind | from | to | slack (ns) | depth (start not counted) |
|---|---|---|---|---|
| max | X[0] | Z | -6.96 | 38 |
| min | Y[0] | Z | 4.08 | 6 |
[routing by layer]
metal | global-route usage, % | share of wire (%) | up-vias
met4 | 0 | 0 | 0
met2 | 7.642 | 47 | 40
met3 | 2.350 | 14 | 0
met5 | 0 | 0 | -
li1 | - | - | 355
met1 | 5.585 | 40 | 352
[logic make-up (layout without fill, tap and decap cells)]
logic type	after synthesis	count (layout)	synth area share, %
buffers and inverters	33	101	14.84
adders and majority gates	32	32	75.86
and+or+nand+nor	11	11	8.245
xor gates and xnor gates	1	1	1.050
[layout make-up]
class | instances | area (sq um) | share of cell area, %
Timing Repair Buffer | 68 | 664.4 | 38.09
Inverter | 33 | 136.4 | 7.819
Multi-Input combinational cell | 44 | 812.0 | 46.56
Tap cell | 105 | 131.4 | 7.532
[cells in the final DEF, fill, tap and decap left out, types with 3 or more instances in the layout]
| cell type | n |
|---|---|
| sky130_fd_sc_hd__fa_2 | 31 |
| sky130_fd_sc_hd__nand4_1 | 8 |
| sky130_fd_sc_hd__inv_1 | 31 |
| sky130_fd_sc_hd__clkdlybuf4s50_1 | 60 |
| sky130_fd_sc_hd__buf_2 | 3 |
[per-stage QoR]
stage | util, % | cell area [sq um] | power [W] | worst slack [ns] | instances
floorplan | - | 937.1 | 0.00003706 | -6.296 | 77
global placement | 21.05 | 1747 | 0.00008736 | -7.963 | 250
detailed placement | 21.05 | 1747 | 0.00008900 | -8.021 | 250
CTS | 20.87 | 1732 | 0.00008721 | -7.093 | 250
global route | 21.02 | 1744 | 0.00009652 | -7.274 | 250
finish | 21.02 | 1744 | 0.00008354 | -6.958 | 250
[timing repair]
action                                  CTS  global route
pin swaps                                 1             1
gates resized                            25             5
endpoints found under the setup margin    3             3
cloned                                    0             0
Power figures rest on the tool's default switching activity, not on a simulated workload.
