--- /design/flow/run.sh ---
#!/bin/bash
# OpenROAD 26Q1-2900-gdf79404cd8, Yosys 0.63+post, stock flow scripts
make -C /OpenROAD-flow-scripts/flow DESIGN_CONFIG=/design/flow/config.mk WORK_HOME=/design/flow/orfs finish
--- /design/flow/config.mk ---
export PLATFORM = sky130hd
export DESIGN_NAME = mmc_b
export DESIGN_NICKNAME = mmc_b
export VERILOG_FILES = /design/flow/design.v
export SDC_FILE = /design/flow/constraint.sdc
export NUM_CORES = 4
export LEC_CHECK = 1
export CORE_UTILIZATION = 50
--- /design/flow/constraint.sdc ---
current_design mmc_b

set clk_period 8.2
set clk_io_pct 0.2

create_clock -name clk0 -period $clk_period [get_ports {clk}]

set non_clock_inputs [all_inputs -no_clocks]
set_input_delay [expr $clk_period * $clk_io_pct] -clock clk0 $non_clock_inputs
set_output_delay [expr $clk_period * $clk_io_pct] -clock clk0 [all_outputs]
--- /design/flow/design.v ---
module mmc_b(  
  input clk, ld,
  input [31:0] i_a, i_b,
  output [31:0] res,  
  output done);  
  reg [31:0] a, b;
  always @(posedge clk)
    if (ld) begin  
      a <= i_a;    
      b <= i_b;    
    end
    else  
      if (b < a)
        b <= b + i_b;
      else
        if (a < b)
          a <= a + i_a;
  assign res = a;
  assign done = (a == b);
endmodule
==> qor.yml <==
clock_network:
  root_buffer: "clkbuf_16"
  cts_tree: "built"
  clockBufferDepth: 2
  post_cts_buffers: 0
  cts.sink_count: 64
  cts_inserted_buffers: 9
  clk_pin_slew_ns: 0.05
  cts_resized: 0
  clock_latency_ns: 0.34
  htreeDepth: 3
  cts_hold_repair.buffers: 0
timing:
  max_freq_mhz: 221
  slew_viol_final: 0
  relSlewSlack_pct: 55.0
  finalHoldViolCount: 0
  fin_skew_ns: 0.00810
  fin_tns_setup_ns: 0
  rsz0062_at_grt: "false"
  hold_slack_ns: 0.714
  worst_pin_slew_ns: 0.675
  min_period_ns: 4.53
  post-route-period-util_pct: 55.2
  finalSetupViolCount: 0
setup_path:
  cp-endpoint: "a[26]$_DFFE_PP_"
  r2r_end: "b[24]$_DFFE_PP_"
  cp-end-kind: "register"
  required_ns: 8.39
  ff2ff_setup_slack_ns: 4.96
  startpoint: "i_a[0]"
  r2r.worst_path.cells: 11
  crit_arrival_ns: 4.72
  start_kind: "input pin"
  criticalPathCategory: "in2reg"
  crit_fanout: 4
  r2r_start: "a[1]$_DFFE_PP_"
global_route:
  grt_pass1_vias: 5668
  grt_overflow_total: 0
  grt_pass1_wl_um: 26500
  grt_max_degree: 64
  grt_usage_pct: 25.7
  antenna_found_initial: 0
synth:
  yosys_warnings: 1
  syn_area_per_cell_um2: 8.73
  topCellsByArea: "edfxtp_1, ha_1, nand2_1"
  seq_area_frac_synth_pct: 29.0
  netlist_area_um2: 6620
  ys_cells: 758
  ys_async_sr_fraction_pct: 0
  synthCells: 758
  yosys_most_used_dff: "edfxtp_1"
  yosys.area.top_type: "edfxtp_1"
  top_cell_area_share_pct: 29.0
  common_cells: "nand2_1, ha_1, o21ai_0"
  ys_chip_area_um2: 6620
  edf_count: 64
  most_common_cell: "nand2_1"
  ys_types: 63
  ys_seq_elements: 64
route:
  drc: 0
  drt_iter0_drc: 469
  first_pass_iters: 5
  routed_wl_um: 16200
  ant_nets: 0
  viasPerCell: 5.75
  dr_total_vias: 5872
  wl_per_cell_um: 15.9
  diodes: 0
job:
  drv_cap: 0
  warnings: 26
finish:
  utilization_pct: 62.8
  area_delta_synth_final_pct: 21.1
  drive_gt1_share_pct: 5.18
  layoutNonFillerInstCount: 1022
worst_hold_path:
  hold_path.class: "reg2reg"
place:
  numPortBuffers: 98
  globalplace.congestion: 0.915
  dp_cells: 1006
  hpwl_um: 12600
pwr:
  power_leakage_uw: 0.00356
  p_per_area_nw_per_um2: 411
  ir_worst_vdd_mv: 0.207
die:
  chipArea_um2: 13700
  row_count: 41
  fp.dieW_um: 117
  fp_util_pct: 51.8
  coreArea_um2: 12800
  die_h_um: 117
  io_pins: 99
run_status:
  outcome: "finished, final reports clean"
[through the flow]
stage               worst slack (ns)  instance area, µm²  power [µW]
finish                          3.67                8020        3300
global route                    3.40                8020        3630
CTS                             3.71                8020        3320
detailed placement              3.36                7740        2910
global placement                3.44                7740        2890
floorplan                       4.15                6620        2290
[sequential cells by signal, indices dropped and copies added (netlist names)]
name	count
a	32
b	32
[worst max-delay path, cell delays in order]
cell             delay [ns]
clkdlybuf4s50_1        0.49
ha_1                   0.19
inv_1                  0.06
fa_1                   0.40
nor2b_1                0.17
o211ai_1               0.13
a31oi_1                0.38
nand4_1                0.23
a21oi_1                0.27
o21ai_2                0.14
nand2_1                0.13
mux2_1                 0.33
a21oi_1                0.15
[layer usage]
| metal | share of wire [%] | routed length, µm | vias to the layer above | GRT usage [%] |
|---|---|---|---|---|
| li1 | - | - | 2972 | - |
| met1 | 46 | 7410 | 2700 | 37.1 |
| met2 | 47 | 7550 | 177 | 42.3 |
| met3 | 5.9 | 964 | 23 | 4.67 |
| met4 | 1.9 | 314 | 0 | 4.56 |
| met5 | 0 | 0 | - | 0 |
[layout make-up]
class / instances / area [µm²]
clock buffers: 11 / 233
inverters: 51 / 191
flip-flops and latches: 64 / 1920
multi-input cells: 618 / 4410
repair buffers: 101 / 1000
clock inverters: 5 / 47.5
well taps: 172 / 215
fillers: 1039 / 4760
[cells by family after synthesis]
family | after synthesis | share of synthesized area [%]
fa+ha+maj | 96 | 18.4
flops | 64 | 29.0
xor+xnor | 52 | 6.88
compound gates | 270 | 26.8
mux | 5 | 0.851
simple gates | 195 | 13.6
buf+inv | 76 | 4.39
[cells in the final DEF, fill, tap and decap left out, types with 3 or more instances in the layout]
master / n
nand3b_1: 3
o31ai_1: 4
o21ai_2: 4
a31oi_1: 5
o21ai_0: 71
nand4_1: 16
nand2_1: 102
o21bai_1: 6
a21o_1: 50
a21oi_1: 65
inv_1: 51
ha_1: 94
and3_1: 9
mux2_2: 4
and2_1: 3
a211oi_1: 9
o21ai_1: 9
a21oi_2: 4
o211ai_1: 6
edfxtp_1: 64
nor3_1: 6
clkbuf_16: 9
xor2_1: 20
nor2_1: 22
xnor2_1: 32
nand3_1: 14
clkdlybuf4s50_1: 97
nand2b_1: 9
o21a_1: 4
nor2b_1: 6
buf_4: 4
[how the worst min path moves through the flow]
stage             startpoint             end  slack (ns)  cells after the start
CTS           b[0]$_DFFE_PP_  b[0]$_DFFE_PP_        0.73                      2
global route  b[0]$_DFFE_PP_  b[0]$_DFFE_PP_        0.74                      2
finish        b[0]$_DFFE_PP_  b[0]$_DFFE_PP_        0.71                      2
[report_power, final]
part           leakage (µW)  total (µW)  internal, µW  switching (µW)
logic               0.00276        2140           988            1150
registers          0.000663         787           638             149
clock network      0.000138         377           232             144
total               0.00356        3300          1860            1440
Power is estimated from default activity; no workload was simulated.
